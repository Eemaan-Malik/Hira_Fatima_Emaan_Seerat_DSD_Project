File: /design/flow/run.sh
#!/bin/bash
# OpenROAD 26Q1-2900-gdf79404cd8, Yosys 0.63+post, stock flow scripts
make -C /OpenROAD-flow-scripts/flow DESIGN_CONFIG=/design/flow/config.mk WORK_HOME=/design/flow/orfs finish
File: /design/flow/config.mk
export PLATFORM = sky130hd
export DESIGN_NAME = matrix_10x10
export DESIGN_NICKNAME = matrix_10x10
export VERILOG_FILES = /design/flow/design.v
export SDC_FILE = /design/flow/constraint.sdc
export NUM_CORES = 4
export LEC_CHECK = 1
export CORE_UTILIZATION = 50
File: /design/flow/constraint.sdc
current_design matrix_10x10

set clk_period 11.7
set clk_io_pct 0.2

create_clock -name clk0 -period $clk_period [get_ports {clk}]

set non_clock_inputs [all_inputs -no_clocks]
set_input_delay [expr $clk_period * $clk_io_pct] -clock clk0 $non_clock_inputs
set_output_delay [expr $clk_period * $clk_io_pct] -clock clk0 [all_outputs]
File: /design/flow/design.v
`timescale 1ns / 1ps
module matrix_10x10 #(parameter DATA_WIDTH=8)(
  input   wire clk,
  input   wire en_ReadMat,
  input   wire en_WriteMat,
  input   wire [3:0] rowAddr,
  input   wire [3:0] colAddr,
  input   wire [DATA_WIDTH-1:0] writeData,
  output  reg [DATA_WIDTH-1:0] readData
);
  reg [DATA_WIDTH-1:0] matrix_MemBlock [0:9][0:9];
  always @(posedge clk) begin
    if (~en_ReadMat && en_WriteMat) begin            
      if (rowAddr < 10 && colAddr < 10)
        matrix_MemBlock[rowAddr][colAddr] <= writeData;
    end
  end
  always @(posedge clk) begin
    if (en_ReadMat && ~en_WriteMat) begin            
      if (rowAddr < 10 && colAddr < 10)
        readData <= matrix_MemBlock[rowAddr][colAddr];
    end
  end
endmodule
==> impl_metrics.tcl <==
# metrics dict for downstream scripts
set metrics [dict create \
    outcome "complete, no violations" \
    cts_resized 0 \
    final-hold-violation-count 0 \
    grt_use_total_pct 30.5 \
    finish.instance_area_um2 36100 \
    timing.setup.tns_ns 0 \
    rr_startpoint "matrix_MemBlock[59][5]$_DFFE_PP_" \
    yosys.stat.seqShare_pct 75.5 \
    first_global_vias 19109 \
    route.antenna.remaining_nets 0 \
    tightestPinTransition_ns 1.18 \
    ys_cells 1798 \
    clock_tree_from_tritoncts "yes" \
    design.portCount 27 \
    design.die.area_um2 65300 \
    holdCritStartpoint "matrix_MemBlock[73][4]$_DFFE_PP_" \
    number_of_antenna_violations_at_the_first_check_in_global_routing 2 \
    power.total_mw 6.51 \
    edf_count 808 \
    die-width_um 255 \
    timing_worst_setup_path_type "in2reg" \
    stage_log_warnings 26 \
    detailedRoute.firstPassIterationCount 7 \
    final_common_cell "edfxtp_1" \
    holdPathStages 4 \
    placement.io_buffers 26 \
    max_slew_margin_pct 21.1 \
    synth.ff_latch_count 808 \
    max-clock-path-buffers 3 \
    worst_ir_drop_vdd_v 0.000121 \
    clk-insertion-delay-late_ns 0.63 \
    cts_sinks 808 \
    synth-main-ff-cell "edfxtp_1" \
    worst-endpoint-required_ns 12.05 \
    fin_worst_hold_slack_ns 0.889 \
    min_path_type "reg2reg" \
    crit_path_end_kind "register" \
    maximum_number_of_pins_on_one_net_before_global_route_repair 87 \
    route.detailed.vias_per_inst 6.43 \
    synthDistinctLibCells 67 \
    yosys_warnings 1 \
    number_of_design_rule_violations_left_after_detail_routing 0 \
    grt_first_pass_wirelength_um 129000 \
    fmax_mhz 155 \
    place.gp.congestion 0.970 \
    mostFrequentLayoutCells "edfxtp_1, nor2_1, mux2_2, clkbuf_16, a221oi_1" \
    placedInstanceArea_um2 33400 \
    critPathMaxFanout 41 \
    synthCells 1798 \
    postCtsHoldBufs 0 \
    yosys-stat-area_um2 32100 \
    asyncSetResetFlopFracSynth_pct 0 \
    core_region_area_um2 63300 \
    dp_hpwl_um 52200 \
    final_report_max_slew_violation_count 0 \
    htreeDepth 3 \
    detail_route.iter0.violations 1275 \
    arrival_ns 6.81 \
    layout_worst_path_cycle_share_pct 55.2 \
    routed_wirelength_um 87400 \
    synth.cell_area_um2 32100 \
    path_clk_slew_ns 0.06 \
    timing_startpoint_of_the_critical_path "rowAddr[0]" \
    core.rowCount 92 \
    leak_nw 11.3 \
    drv.max_cap_violation_count 0 \
    grt.overflow.total 0 \
    drive_above_1_share_pct 19.7 \
    skew_ns 0.0253 \
    flow.area_growth_from_synthesis_pct 12.3 \
    dieHeight_um 255 \
    synth.avg_cell_area_um2 17.9 \
    timing.final.setup_violations 0 \
    reg2regPathDepth 6 \
    floorplan.core_util_pct 50.7 \
    cell_pwr_density_nw_per_um2 181 \
    cts-root-buf "clkbuf_16" \
    grt_setup_unrepaired "no" \
    setup.worst_path.start_class "primary input" \
    postCtsSetupRepairBufs 0 \
    num_vias 17842 \
    drt-wirelength-per-cell_um 31.5 \
    cts_made_buffers 83 \
    period_minus_slack_ns 6.46 \
]
-- per-stage QoR --
stage	instances	worst slack, ns	util [%]
3_5_place_dp	2625	4.64	52.8
4_1_cts	2774	5.28	57.0
2_1_floorplan	1798	6.56	-
3_3_place_gp	2625	4.60	52.8
6_report	2775	5.24	57.0
5_1_grt	2774	5.15	57.0
-- synth_stat cells, types with 9 or more instances --
| cell type | instances | area [µm²] |
|---|---|---|
| edfxtp_1 | 808 | 24300 |
| nor2_1 | 133 | 499 |
| mux2_2 | 102 | 1150 |
| a221oi_1 | 78 | 683 |
| a22oi_1 | 73 | 548 |
| nand2_1 | 66 | 248 |
| mux4_2 | 61 | 1370 |
| buf_2 | 55 | 275 |
| mux2i_1 | 55 | 551 |
| o21ai_0 | 48 | 240 |
| o22ai_1 | 31 | 194 |
| a21oi_1 | 30 | 150 |
| clkbuf_1 | 29 | 109 |
| buf_4 | 22 | 165 |
| nand3_1 | 16 | 80.1 |
| a221o_1 | 14 | 140 |
| o211ai_1 | 14 | 105 |
| a31oi_1 | 9 | 56.3 |
-- where the power goes --
group / switching, mW / internal (mW)
logic: 0.489 / 0.237
registers: 0.00333 / 3.20
clock network: 1.05 / 1.53
-- worst paths after layout --
| path | to | slack (ns) |
|---|---|---|
| max | readData[0]$_DFFE_PP_ | 5.24 |
| min | readData[4]$_DFFE_PP_ | 0.89 |
| max reg2reg | readData[5]$_DFFE_PP_ | 9.02 |
| min reg2reg | readData[4]$_DFFE_PP_ | 0.89 |
-- layout make-up --
type,count,area (µm²)
clock buffer,112,2310
sequential,808,24300
clock inverter,37,342
fill,4741,27200
tap,846,1060
inverter,7,26.3
timing repair buffer,97,802
antenna,1,2.50
multi-input combinational,867,7270
-- critical path: stages --
cell	delay, ns
clkdlybuf4s50_1	0.47
ha_4	0.20
fa_4	1.06
buf_4	0.50
buf_4	0.61
mux4_2	0.42
mux2i_1	0.16
o21ai_0	0.15
a211oi_1	0.65
o211ai_1	0.18
-- logic make-up (layout without fill, tap and decap cells) --
kind of cell    count (synthesis)  in the layout  share of synthesized area, %
compound gates                368            368                          8.54
xor+xnor                        6              6                         0.230
fa+ha+maj                       9              9                         0.397
buf+inv                       123            253                          2.05
flops                         808            808                          75.5
mux                           221            221                          9.67
other cells                     0              1                             0
simple gates                  263            263                          3.56
-- layer usage --
layer	global-route usage, %	part of all wire (%)
met5	0.950	0.095
met4	9.47	3.8
met1	43.7	35
met2	43.4	47
met3	17.8	14
-- flip-flops by register name (all words and copies together), names as in the netlist --
signal	cells
readData	8
matrix_MemBlock	800
Power figures rest on the tool's default switching activity, not on a simulated workload.
