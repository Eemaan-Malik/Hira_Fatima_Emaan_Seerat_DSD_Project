## flow/design.v

```verilog
`timescale 1ns / 1ps
module carry_lookaheadadder_16bit #(parameter DATA_WIDTH = 8)(
  input wire [(DATA_WIDTH*2)-1:0] inData_A,     
  input wire [(DATA_WIDTH*2)-1:0] inData_B,     
  input wire cin,                               
  output wire [(DATA_WIDTH*2)-1:0] outData,     
  output wire cout                              
);
wire [(DATA_WIDTH*2)-1:0] p, g, c;
wire c1, c2, c3;
half_adder ha0 (inData_A[0], inData_B[0], p[0], g[0]);
half_adder ha1 (inData_A[1], inData_B[1], p[1], g[1]);
half_adder ha2 (inData_A[2], inData_B[2], p[2], g[2]);
half_adder ha3 (inData_A[3], inData_B[3], p[3], g[3]);
half_adder ha4 (inData_A[4], inData_B[4], p[4], g[4]);
half_adder ha5 (inData_A[5], inData_B[5], p[5], g[5]);
half_adder ha6 (inData_A[6], inData_B[6], p[6], g[6]);
half_adder ha7 (inData_A[7], inData_B[7], p[7], g[7]);
half_adder ha8 (inData_A[8], inData_B[8], p[8], g[8]);
half_adder ha9 (inData_A[9], inData_B[9], p[9], g[9]);
half_adder ha10 (inData_A[10], inData_B[10], p[10], g[10]);
half_adder ha11 (inData_A[11], inData_B[11], p[11], g[11]);
half_adder ha12 (inData_A[12], inData_B[12], p[12], g[12]);
half_adder ha13 (inData_A[13], inData_B[13], p[13], g[13]);
half_adder ha14 (inData_A[14], inData_B[14], p[14], g[14]);
half_adder ha15 (inData_A[15], inData_B[15], p[15], g[15]);
carry_lookaheadblock_4bit clab0(cin, p[3:0], g[3:0], c[3:0], c1);
carry_lookaheadblock_4bit clab1(c1, p[7:4], g[7:4], c[7:4], c2);
carry_lookaheadblock_4bit clab2(c2, p[11:8], g[11:8], c[11:8], c3);
carry_lookaheadblock_4bit clab3(c3, p[15:12], g[15:12], c[15:12], cout);  
assign outData = p ^ c;   
endmodule
`timescale 1ns / 1ps
module carry_lookaheadblock_4bit(
  input  wire        cin,         
  input  wire [3:0]  p, g,        
  output wire [3:0]  c,           
  output wire        cout         
);
  assign c[0] = cin;
  assign c[1] = g[0] | (p[0] & c[0]);
  assign c[2] = g[1] | (p[1] & g[0]) | (p[1] & p[0] & c[0]);
  assign c[3] = g[2] | (p[2] & g[1]) | (p[2] & p[1] & g[0]) | (p[2] & p[1] & p[0] & c[0]);
  assign cout = g[3] | (p[3] & g[2]) | (p[3] & p[2] & g[1]) | (p[3] & p[2] & p[1] & g[0]) | (p[3] & p[2] & p[1] & p[0] & c[0]);
endmodule
`timescale 1ns / 1ps
module control_path(
    input   clk,
    input   reset_n,
    output reg en_ReadMat_A,
    output reg en_WriteMat_A,
    output reg [3:0] rowAddr_A,
    output reg [3:0] colAddr_A,
    output reg en_ReadMat_B,
    output reg en_WriteMat_B,
    output reg [3:0] rowAddr_B,
    output reg [3:0] colAddr_B,
    output reg en_Mux,
    output reg en_PPReg,
    output reg en_FDReg,
    output reg en_ReadMat_C,
    output reg en_WriteMat_C,
    output reg [3:0] rowAddr_C,
    output reg [3:0] colAddr_C
);
    localparam S_IDLE = 3'd0;
    localparam STATE_1 = 3'd1;
    localparam STATE_2 = 3'd2;
    localparam STATE_3 = 3'd3;
    localparam STATE_4 = 3'd4;
    localparam S_FINISH = 3'd5;
    reg [3:0] state;
    reg [3:0] counterI, counterJ, counterK;
    always @(posedge clk or negedge reset_n) begin
        if (~reset_n) begin
            state <= S_IDLE;
        end else begin
            case (state)
                S_IDLE: begin
                    if (counterK == 0) state <= STATE_1;  
                end
                STATE_1: begin
                    if (counterK == 1) state <= STATE_2;
                    else state <= STATE_1;
                end
                STATE_2: begin
                    if (counterK == 9) state <= STATE_3;
                    else state <= STATE_2;
                end
                STATE_3: begin
                    if (counterK == 10) state <= STATE_4;
                    else state <= STATE_3;
                end
                STATE_4: begin
                    if (counterI == 9 && counterJ == 9 && counterK == 10) state <= S_FINISH;
                    else state <= STATE_1;
                end
                S_FINISH: begin
                    state <= S_FINISH;
                end
                default: state <= S_IDLE;
            endcase
        end
    end
    always @(posedge clk or negedge reset_n) begin
        if (~reset_n) begin
            counterI <= 4'd0;
            counterJ <= 4'd0;
            counterK <= 4'd0;
        end else if (en_PPReg) begin
            counterK <= counterK + 1'b1;
            if (counterK == 12) begin
                counterK <= 4'd0;
                counterJ <= counterJ + 1'b1;
            end
            if (counterJ == 10) begin
                counterJ <= 4'd0;
                counterI <= counterI + 1'b1;
            end
            if (counterI == 10) begin
                counterI <= 4'd0;
            end
        end
    end
    always @(*) begin
        case (state)
            S_IDLE: begin
                en_ReadMat_A = 0;
                en_WriteMat_A = 0;
                rowAddr_A = 4'd0;
                colAddr_A = 4'd0;
                en_ReadMat_B = 0;
                en_WriteMat_B = 0;
                rowAddr_B = 4'd0;
                colAddr_B = 4'd0;
                en_Mux = 0;
                en_PPReg = 0;
                en_FDReg = 0;
                en_ReadMat_C = 0;
                en_WriteMat_C = 0;
                rowAddr_C = 4'd0;
                colAddr_C = 4'd0;
            end
            STATE_1: begin
                en_ReadMat_A = 1;
                en_WriteMat_A = 0;
                rowAddr_A = counterI;
                colAddr_A = counterK;
                en_ReadMat_B = 1;
                en_WriteMat_B = 0;
                rowAddr_B = counterK;
                colAddr_B = counterJ;
                en_Mux = 0;
                en_PPReg = 1;
                en_FDReg = 0;
                en_ReadMat_C = 0;
                en_WriteMat_C = 0;
            end
            default: begin
                en_ReadMat_A = 0;
                en_WriteMat_A = 0;
                rowAddr_A = 4'd0;
                colAddr_A = 4'd0;
                en_ReadMat_B = 0;
                en_WriteMat_B = 0;
                rowAddr_B = 4'd0;
                colAddr_B = 4'd0;
                en_Mux = 0;
                en_PPReg = 0;
                en_FDReg = 0;
                en_ReadMat_C = 0;
                en_WriteMat_C = 0;
                rowAddr_C = 4'd0;
                colAddr_C = 4'd0;
            end
        endcase
    end
endmodule
`timescale 1ns / 1ps
module data_path #(parameter DATA_WIDTH=8)(
  input        clk,
  input        reset_n,
  input  [DATA_WIDTH-1:0] inData_A,
  input  [DATA_WIDTH-1:0] inData_B,
  input        en_Mux,
  input        en_PPReg,
  input        en_FDReg,
  output [DATA_WIDTH-1:0] outData,
  output       resultIsInvalid
);
wire [(DATA_WIDTH*2)-1:0] outData_vdm;
wire [(DATA_WIDTH*2)-1:0] outData_ppreg;
wire [(DATA_WIDTH*2)-1:0] outData_muxsum;
wire cout_ppreg;
wire outData_muxcout;
wire [(DATA_WIDTH*2)-1:0] outData_claa_sum;
wire outData_claa_cout;
wire [(DATA_WIDTH*2):0] inData_fdreg;
vedicmultiplier_8bit #(.DATA_WIDTH (DATA_WIDTH)) VDM0(
  .inData_A  (inData_A    ),
  .inData_B  (inData_B    ),
  .outData_C (outData_vdm )
);
mux_2x1 #(.DATA_WIDTH(16)) PPSUM_MUX(
  .inData_A (16'h0            ),
  .inData_B (outData_ppreg    ),
  .sel      (en_Mux           ),
  .outData  (outData_muxsum   )
);
mux_2x1 #(.DATA_WIDTH(1)) PPCOUT_MUX(
  .inData_A (1'h0             ),
  .inData_B (cout_ppreg       ),
  .sel      (en_Mux           ),
  .outData  (outData_muxcout  )
);
carry_lookaheadadder_16bit #(.DATA_WIDTH (DATA_WIDTH)) CLAA0(
  .inData_A (outData_vdm          ),
  .inData_B (outData_muxsum       ),
  .cin      (outData_muxcout      ),
  .outData  (outData_claa_sum     ),
  .cout     (outData_claa_cout    )
);
partialproduct_reg #(.DATA_WIDTH (DATA_WIDTH)) PP_REG(
  .clk      (clk                  ),
  .reset_n  (reset_n              ),
  .en_PPReg (en_PPReg             ),
  .inData   (outData_claa_sum     ),
  .cin      (outData_claa_cout    ),
  .outData  (outData_ppreg        ),
  .cout     (cout_ppreg           )
);
assign inData_fdreg = {outData_claa_cout, outData_claa_sum};
finaldata_reg #(.DATA_WIDTH (DATA_WIDTH)) FD_REG(
  .clk             (clk             ),
  .reset_n         (reset_n         ),
  .en_FDReg        (en_FDReg        ),
  .inData          (inData_fdreg    ),
  .outData         (outData         ),
  .resultIsInvalid (resultIsInvalid )
);
endmodule
`timescale 1ns / 1ps
module finaldata_reg #(parameter DATA_WIDTH = 8)(
  input wire clk,                            
  input wire reset_n,                        
  input wire en_FDReg,                       
  input wire [DATA_WIDTH*2:0] inData,        
  output reg [DATA_WIDTH-1:0] outData,       
  output reg resultIsInvalid                
);
always @(posedge clk or negedge reset_n) begin
  if (!reset_n) begin
    outData <= {DATA_WIDTH{1'bz}};
    resultIsInvalid <= 1'bz;
  end else if (en_FDReg) begin
    resultIsInvalid <= (inData > 8'hff) ? 1'b1 : 1'b0;
    outData <= (inData < 8'hff) ? inData[DATA_WIDTH-1:0] : {DATA_WIDTH{1'bz}};
  end
end
endmodule
`timescale 1ns / 1ps
module half_adder(
  input   wire a,       
  input   wire b,       
  output  wire sum,     
  output  wire cout     
);
assign sum = a ^ b;      
assign cout = a & b;     
endmodule
`timescale 1ns / 1ps
module matrix_multiplier #(parameter DATA_WIDTH=8)(
  input   wire clk,
  input   wire reset_n,
  output  wire en_ReadMat_A,            
  output  wire en_WriteMat_A,           
  output  wire [3:0] rowAddr_A,        
  output  wire [3:0] colAddr_A,        
  output  wire [DATA_WIDTH-1:0] writeData_A,  
  input   wire [DATA_WIDTH-1:0] readData_A,
  output  wire en_ReadMat_B,            
  output  wire en_WriteMat_B,           
  output  wire [3:0] rowAddr_B,        
  output  wire [3:0] colAddr_B,        
  output  wire [DATA_WIDTH-1:0] writeData_B,  
  input   wire [DATA_WIDTH-1:0] readData_B,
  output  wire en_ReadMat_C,            
  output  wire en_WriteMat_C,           
  output  wire [3:0] rowAddr_C,        
  output  wire [3:0] colAddr_C,        
  output  wire [DATA_WIDTH-1:0] writeData_C,  
  output  wire resultIsInvalid         
);
  wire en_Mux;
  wire en_PPReg;
  wire en_FDReg;
data_path #(.DATA_WIDTH (DATA_WIDTH)) DATA_PATH(
  .clk             (clk             ),
  .reset_n         (reset_n         ),
  .inData_A        (readData_A      ),
  .inData_B        (readData_B      ),
  .en_Mux          (en_Mux          ),
  .en_PPReg        (en_PPReg        ),
  .en_FDReg        (en_FDReg        ),
  .outData         (writeData_C     ),
  .resultIsInvalid (resultIsInvalid )
);
control_path CONTROL_PATH(
  .clk           (clk           ),
  .reset_n       (reset_n       ),
  .en_ReadMat_A  (en_ReadMat_A  ),
  .en_WriteMat_A (en_WriteMat_A ),
  .rowAddr_A     (rowAddr_A     ),
  .colAddr_A     (colAddr_A     ),
  .en_ReadMat_B  (en_ReadMat_B  ),
  .en_WriteMat_B (en_WriteMat_B ),
  .rowAddr_B     (rowAddr_B     ),
  .colAddr_B     (colAddr_B     ),
  .en_Mux        (en_Mux        ),
  .en_PPReg      (en_PPReg      ),
  .en_FDReg      (en_FDReg      ),
  .en_ReadMat_C  (en_ReadMat_C  ),
  .en_WriteMat_C (en_WriteMat_C ),
  .rowAddr_C     (rowAddr_C     ),
  .colAddr_C     (colAddr_C     )
);
endmodule
`timescale 1ns / 1ps
module mux_2x1 #(parameter DATA_WIDTH=8)(
  input  wire [DATA_WIDTH-1:0] inData_A,    
  input  wire [DATA_WIDTH-1:0] inData_B,    
  input  wire sel,                          
  output reg [DATA_WIDTH-1:0] outData       
);
always @(*) begin
  case(sel)
    1'b0: outData = inData_A;               
    1'b1: outData = inData_B;               
    default: outData = {DATA_WIDTH{1'bz}};  
  endcase
end
endmodule
`timescale 1ns / 1ps
module partialproduct_reg #(parameter DATA_WIDTH = 8)(
  input wire clk,                                 
  input wire reset_n,                             
  input wire en_PPReg,                            
  input wire [(DATA_WIDTH*2)-1:0] inData,         
  input wire cin,                                 
  output reg [(DATA_WIDTH*2)-1:0] outData,        
  output reg cout                                 
);
always @(posedge clk or negedge reset_n) begin
  if (!reset_n) begin
    outData <= {((DATA_WIDTH*2)){1'bz}};
    cout <= 1'bz;
  end else if (en_PPReg == 1'b1) begin
    outData <= inData;
    cout <= cin;
  end
end
endmodule
`timescale 1ns / 1ps
module vedicmultiplier_2bit(
  input   wire [1:0] inData_A,  
  input   wire [1:0] inData_B,  
  output  wire [3:0] outData_C  
);
wire [3:0] w;  
assign outData_C[0] = inData_A[0] & inData_B[0];
assign w[0] = inData_A[1] & inData_B[0];
assign w[1] = inData_A[0] & inData_B[1];
assign w[2] = inData_A[1] & inData_B[1];
half_adder HA0(.a(w[0]), .b(w[1]), .sum(outData_C[1]), .cout(w[3]));
half_adder HA1(.a(w[2]), .b(w[3]), .sum(outData_C[2]), .cout(outData_C[3]));
endmodule
`timescale 1ns / 1ps
module vedicmultiplier_4bit #(parameter DATA_WIDTH = 8)(
  input  wire [(DATA_WIDTH/2)-1:0] inData_A,  
  input  wire [(DATA_WIDTH/2)-1:0] inData_B,  
  output wire [DATA_WIDTH-1:0]     outData_C  
);
wire [3:0] out0_15_12, out0_11_8, out0_7_4, out0_3_0;  
wire [5:0] out1, out2;                                 
wire [5:0] result1, result2;                          
vedicmultiplier_2bit VD0(
  .inData_A(inData_A[3:2]), 
  .inData_B(inData_B[3:2]), 
  .outData_C(out0_15_12)
);
vedicmultiplier_2bit VD1(
  .inData_A(inData_A[1:0]), 
  .inData_B(inData_B[3:2]), 
  .outData_C(out0_11_8)
);
vedicmultiplier_2bit VD2(
  .inData_A(inData_A[3:2]), 
  .inData_B(inData_B[1:0]), 
  .outData_C(out0_7_4)
);
vedicmultiplier_2bit VD3(
  .inData_A(inData_A[1:0]), 
  .inData_B(inData_B[1:0]), 
  .outData_C(out0_3_0)
);
assign out1     = {out0_15_12, 2'b00};        
assign out2     = {2'b00, out0_11_8};         
assign result1  = out1 + out2;                
assign result2  = result1 + {2'b00, out0_7_4} + {4'b0000, out0_3_0[3:2]};  
assign outData_C = {result2[5:0], out0_3_0[1:0]};  
endmodule
`timescale 1ns / 1ps
module vedicmultiplier_8bit #(parameter DATA_WIDTH = 8)(
  input  wire [DATA_WIDTH-1:0] inData_A,         
  input  wire [DATA_WIDTH-1:0] inData_B,         
  output wire [(DATA_WIDTH*2)-1:0] outData_C     
);
  wire [31:0] out0;          
  wire [11:0] out1, out2;    
  wire [11:0] result1, result2;  
  vedicmultiplier_4bit VD0 (
    .inData_A(inData_A[7:4]),
    .inData_B(inData_B[7:4]),
    .outData_C(out0[31:24])
  );
  vedicmultiplier_4bit VD1 (
    .inData_A(inData_A[3:0]),
    .inData_B(inData_B[7:4]),
    .outData_C(out0[23:16])
  );
  vedicmultiplier_4bit VD2 (
    .inData_A(inData_A[7:4]),
    .inData_B(inData_B[3:0]),
    .outData_C(out0[15:8])
  );
  vedicmultiplier_4bit VD3 (
    .inData_A(inData_A[3:0]),
    .inData_B(inData_B[3:0]),
    .outData_C(out0[7:0])
  );
  assign out1 = {out0[31:24], 4'b0};
  assign out2 = {4'b0, out0[23:16]};
  assign result1 = out1 + out2;
  assign result2 = result1 + {4'b0, out0[15:8]} + {8'b0, out0[7:4]};
  assign outData_C[15:0] = {result2[11:0], out0[3:0]};
endmodule
```

## flow/run.sh

```bash
#!/bin/bash
# OpenROAD 26Q1-2900-gdf79404cd8, Yosys 0.63+post, stock flow scripts
make -C /OpenROAD-flow-scripts/flow DESIGN_CONFIG=/design/flow/config.mk WORK_HOME=/design/flow/orfs finish
```

## flow/config.mk

```make
export PLATFORM = sky130hd
export DESIGN_NAME = matrix_multiplier
export DESIGN_NICKNAME = matrix_multiplier
export VERILOG_FILES = /design/flow/design.v
export SDC_FILE = /design/flow/constraint.sdc
export NUM_CORES = 4
export LEC_CHECK = 1
export CORE_AREA = 10 10 84 84
export DIE_AREA = 0 0 94 94
```

## flow/constraint.sdc

```tcl
current_design matrix_multiplier

set clk_period 2.5
set clk_io_pct 0.2

create_clock -name clk0 -period $clk_period [get_ports {clk}]

set non_clock_inputs [all_inputs -no_clocks]
set_input_delay [expr $clk_period * $clk_io_pct] -clock clk0 $non_clock_inputs
set_output_delay [expr $clk_period * $clk_io_pct] -clock clk0 [all_outputs]
```

==> run summary <==
The synthesis and place-and-route flow finished, so here is a summary.

The die extent in y came out at ~94 µm. The worst setup path is launched from a flop. The post-synthesis instance area came out at ~1300 µm².

The total number of placement rows came out at 26. According to the timing report, the critical path is captured at rowAddr_A[1]. The first global-routing pass estimated roughly 4 mm of wire. Post-synth the commonest register cell is sky130_fd_sc_hd__dfrtp_1. The TritonCTS sink count is 17. The total power density per cell area is 344 nW/µm². In this run the power spent charging and discharging nets is between 90 and 100 µW. The depth of the most critical reg-to-reg path is 5.

The diode insertion count for antenna repair is 0. The detail-routed via count per cell is ~3.8. The static power due to leakage is between 0.6 and 0.7 nW. Including well taps, the total number of placed cells is between 200 and 250. The most used standard cell by instance count after synthesis is sky130_fd_sc_hd__buf_4. Per the run summary, max-cap violations total 0.

The fraction of power consumed by sequential logic came out at 0.564. The switching power share of the total came out at 0.200. The setup TNS came out at 0 ns.

Yosys printed 27 warnings. Tracing the worst setup path back leads to its startpoint at CONTROL_PATH.state[3]. The amount of wire on met2 after detailed routing came out at 978 µm. The DRC violations left came out at 0. Relative to the synthesized area, the layout overhead comes to 9.34%. The number of distinct library cell variants in the gate-level netlist after synthesis came out at about 42. The fraction of layout instances using a drive strength above 1 came out at 0.106. The maximum level of the CTS H-tree is 1.

Walking the worst path, the cells encountered are and2_1, clkdlybuf4s50_1. In the final layout, flip-flops and latches occupy approximately 430 µm². The iteration tally of the first detailed-router pass is 4. Per the post-CTS timing run, clock transition at the registers of the reported paths is 0.06 ns. The number of flip-flops and latches in the synthesized netlist is 17.

By area the synthesized netlist is led by sky130_fd_sc_hd__dfrtp_1 31%, sky130_fd_sc_hd__buf_4 24%, sky130_fd_sc_hd__and2_1 4.8%. The least setup slack across all paths after layout came out at roughly 0.35 ns. The wire length the detailed router placed on met1 came out at 1.24 mm. The overall overflow remaining after global route came out at 0. The data required time at the worst endpoint is approximately 2.0 ns. The portion of total power attributed to combinational logic came out at 0.023.

The worst IR drop on VDD is about 0.16 mV. The total detailed-routing wirelength is approximately 2.5 mm. The largest incremental delay on the critical path is 0.62 ns. The number of antenna violations at the first check in global routing is 0. The initial detailed-routing violation count came out at 26.

The final-layout worst hold slack came out at approximately 0.48 ns. Per the timing report, the most critical flop-to-flop path finishes at CONTROL_PATH.counterJ[1]. For reference, the final report shows the max-slew violation count at 0. Counting flops with an async set or reset pin after synthesis yields a share of 1.00. The post-synth count of flops with an enable pin is 0.

The placement stage leaves a total instance area of between 1000 and 1500 µm². The final critical path time including I/O delays and setup came out at 2.15 ns. The CTS tree is built.

The launch point of the worst reg-to-reg path is CONTROL_PATH.counterK[0]. Input and output buffers added on the ports amount to 19. After detailed routing, the average wire length per cell comes to 11.2 µm. By count the netlist is led by 42 x sky130_fd_sc_hd__buf_4, 16 x sky130_fd_sc_hd__dfrtp_1, 10 x sky130_fd_sc_hd__and2_1, 6 x sky130_fd_sc_hd__a21oi_1. Pin placement for this block handled 73 I/O pins. The number of buffers created by CTS came out at 3. The portion of the clock cycle consumed by the worst path in the final layout is 0.862. Setup repair after global routing left no endpoint under its margin. The core region is ~5200 µm². The global-route total usage across every layer is 0.0549. STA puts the critical path data arrival time at 1.65 ns.

The gate count of the mapped netlist is around 140. The maximum number of pins on one net before global-route repair came out at 27. Per the final timing report, the hold violations number 0. The run finished with clean final reports. The share of the Yosys chip area taken by registers is 0.329.

The final count of negative-setup-slack endpoints is 0. The largest individual stage delay along the critical path comes from the cell sky130_fd_sc_hd__dfrtp_2. The root buffer cell chosen for the clock tree is sky130_fd_sc_hd__clkbuf_8. The worst-case clock buffer depth came out at 2. The sum of net half-perimeters after detailed placement is between 1.5 and 2 mm.

In this run the tools logged warnings totalling between 40 and 50. The worst-path maximum fanout came out at 26. The average cell area after synthesis is 9.41 µm². The fill cell instance count of the final layout is 559.

Signal nets in the final route climb as high as met4. The number of global-route vias before repair came out at approximately 860. STA classifies the critical path endpoint as an output port. The flow reports an fmax of 464 MHz. The width of the die is ~94 µm. After routing the design area is roughly 1400 µm². The tightest min-delay check is of the reg -> reg type. After floorplanning, the die was sized to cover slightly below 9000 µm².

The via count is between 800 and 900. The number of post-CTS setup repair buffers is 0. The routed length on met3 came out at 234 µm. The final clock skew is around 0.0009 ns. The internal power is ~400 µW. The footprint of the multi-input gates came out at 647 µm². The number of gates given a new drive strength after cts came out at 0. The quantity of hold-fixing buffers added after cts came out at 0. Yosys reports a chip area of approximately 1300 µm². Looking at the setup timing report, the critical path kind is reg -> out. Of the post-synthesis cell area, the dominant cell type holds 0.308. Excluding fillers, the count of instances in the completed layout stands at between 200 and 250. The pre-CTS setup slack is ~0.37 ns. The detail route stage leaves a number of antenna-violating nets equal to 0. The number of cells in the yosys synthesis report came out at ~140. The share of the core filled by cells before placement is 0.250. Sorting the Yosys area breakdown by cell type puts at the top sky130_fd_sc_hd__dfrtp_1. The final weighted congestion in routability-driven placement is between 0.7 and 0.8.

The worst reg-to-reg setup slack came out at 0.98 ns. The share of total power dissipated in the clock network is 0.414. The clock latency at the later pin of the worst-skew pair is between 0.2 and 0.3 ns.
-- placed cells by master (no fill, tap or decap), types with 3 or more instances in the layout --
master / Yosys / final
sky130_fd_sc_hd__a21oi_1: 6 / 6
sky130_fd_sc_hd__and2_1: 10 / 10
sky130_fd_sc_hd__and4bb_2: 3 / 3
sky130_fd_sc_hd__clkbuf_8: 0 / 3
sky130_fd_sc_hd__clkdlybuf4s50_1: 0 / 19
sky130_fd_sc_hd__conb_1: 1 / 37
sky130_fd_sc_hd__dfrtp_1: 16 / 15
sky130_fd_sc_hd__ha_1: 4 / 4
sky130_fd_sc_hd__inv_1: 4 / 4
sky130_fd_sc_hd__nand2_1: 5 / 5
sky130_fd_sc_hd__nor2_1: 5 / 5
sky130_fd_sc_hd__o21ai_0: 3 / 3
-- layout make-up --
cell class	instances	area share
Multi-Input combinational cell	106	0.456
Clock buffer	4	0.0317
Timing Repair Buffer	20	0.139
Tap cell	70	0.0617
Sequential cell	17	0.301
Inverter	4	0.0106
-- through the flow --
step,power [mW],utilization
2_1_floorplan,0.321,-
3_3_place_gp,0.294,0.264
3_5_place_dp,0.294,0.264
4_1_cts,0.496,0.273
5_1_grt,0.512,0.273
6_report,0.488,0.273
-- cell families after synthesis --
kind of cell / count (synthesis) / synth area share
multiplexers: 1 / 0.0116
AND-OR/OR-AND: 19 / 0.101
buffers and inverters: 51 / 0.277
XOR/XNOR: 4 / 0.0270
adder cells (fa/ha/maj): 4 / 0.0385
other: 1 / 0.00289
AND/OR/NAND/NOR: 41 / 0.213
flip-flops: 17 / 0.329
-- per-layer routing --
layer	track usage	up-vias
met4	0.00506	0
li1	-	408
met1	0.0775	385
met3	0.0250	2
met2	0.0778	41
met5	0	-
-- worst max-delay path, delay by kind of cell (launching register included) --
kind	cells	cell delay [ns]
flip-flops	1	0.62
buffers and inverters	1	0.51
AND/OR/NAND/NOR	1	0.28
-- state kept, by name, summed over array words and instances (netlist names) --
name,flops
CONTROL_PATH.counterI,4
CONTROL_PATH.state,5
CONTROL_PATH.counterJ,4
CONTROL_PATH.counterK,4
-- worst min-delay path by stage --
stage | slack [ns] | startpoint | to | depth (start not counted)
CTS | 0.48 | CONTROL_PATH.state[0] | CONTROL_PATH.state[0] | 1
global route | 0.50 | CONTROL_PATH.state[1] | CONTROL_PATH.state[3] | 1
finish | 0.48 | CONTROL_PATH.state[1] | CONTROL_PATH.state[3] | 1
-- power by group through the flow --
stage | clock network, mW | logic (mW) | registers, mW
6_report | 0.202 | 0.0111 | 0.275
5_1_grt | 0.222 | 0.0154 | 0.275
4_1_cts | 0.207 | 0.0136 | 0.275
Power figures rest on the tool's default switching activity, not on a simulated workload.
