==> design.v <==
`timescale 1ns / 1ps
module Matrix(
	input rst,
	output reg [26:0] mat_out
    );
wire [2:0] mat [0:8];
assign 	mat[0] = 3'd 1;
assign 	mat[1] = 3'd 2;
assign	mat[2] = 3'd 3;
assign	mat[3] = 3'd 3;
assign	mat[4] = 3'd 2;
assign	mat[5] = 3'd 1;
assign	mat[6] = 3'd 1;
assign	mat[7] = 3'd 2;
assign	mat[8] = 3'd 3;
always @ (posedge rst) begin
	mat_out = {mat[8], mat[7], mat[6], mat[5], mat[4], 
              mat[3], mat[2], mat[1], mat[0]};
end
endmodule
`timescale 1ns / 1ps
module Matrix_Multiply(
	input clk, rst,
	input [26:0] matrixA, matrixB,
	input load,
	output reg [53:0] result,
	output reg [1:0] state
    );
reg [2:0] matA [0:8];
reg [2:0] matB [0:8];
reg [5:0] matR [0:8];
integer m, n, r, c, i;
parameter S0 = 3'd0,  
          S1 = 3'd1,  
          S2 = 3'd2,  
          S3 = 3'd3;  
reg [1:0] next_state;
reg compute, done, stored;
reg [3:0] count;
always @ (posedge clk or posedge rst) begin
	if (rst) state <= S0;
	else state <= next_state;
end
always @ (*) begin
	next_state = state;
	case(state)
		S0:
			if (load) next_state = S1;
		S1:
			if (compute) next_state = S2;
		S2: 
			if (done) next_state = S3;
		S3:
			if (stored) next_state = S0;
	endcase
end
always @ (posedge clk) begin
	case (state)
		S0: begin
			compute = 0;
			done = 0;
			stored = 0;
			result <= 0;
			count = 0;
			for (n = 0; n < 9; n = n + 1) begin
				matA[n] = 3'd0;
				matB[n] = 3'd0;
				matR[n] = 6'd0; 
			end
		end
		S1: begin
			for (m = 0; m < 9; m = m + 1) begin
				matA[m] = matrixA[m * 3 +: 3];  
				matB[m] = matrixB[m * 3 +: 3];
			end
			count = 0;
			for (n = 0; n < 9; n = n + 1) begin
				matR[n] = 6'd0; 
			end
			compute = 1;
			done = 0;
			stored = 0;
			result <= 0;
		end
		S2: begin
			count = 0;
			for (r=0; r<3; r=r+1) begin
				for (c=0; c<3; c=c+1) begin
					for (i=0; i<3; i=i+1) begin
						matR[count] = matR[count] + (matA[(r*3)+i] * matB[(i*3)+c]);
					end
					count = count + 1;
				end
			end
			done = 1;
			compute = 0;
			stored = 0;
			result <= 0;
			for (n = 0; n < 9; n = n + 1) begin
				matA[n] = 3'd0;
				matB[n] = 3'd0;
			end
		end
		S3: begin
			if (done) begin
			result <= {matR[8], matR[7], matR[6], matR[5], matR[4], 
							matR[3], matR[2], matR[1], matR[0]};
			end else result <= result;
			stored = 0;
			compute = 0;
			done = 0;
			count = 0;
			for (n = 0; n < 9; n = n + 1) begin
				matA[n] = 3'd0;
				matB[n] = 3'd0;
				matR[n] = 6'd0;
			end
		end
	endcase
end
endmodule
`timescale 1ns / 1ps
module UART_Tx (
    input clk,
    input rst,
    input [53:0] data_in,   
    input send,              
    output reg tx,           
    output reg busy          
);
parameter BAUD_RATE = 9600;
parameter CLOCK_FREQ = 100_000_000;   
localparam DIVISOR = CLOCK_FREQ / BAUD_RATE;
reg [15:0] counter;       
reg [2:0] byte_index;     
reg [7:0] tx_byte;        
reg [3:0] bit_index;      
reg [53:0] shift_reg;     
reg transmitting;         
always @(posedge clk or posedge rst) begin
    if (rst) begin
        tx <= 1;               
        busy <= 0;
        counter <= 0;
        byte_index <= 0;
        tx_byte <= 0;
        bit_index <= 0;
        transmitting <= 0;
        shift_reg <= 0;
    end else begin
        if (send && !busy) begin
            busy <= 1;
            transmitting <= 1;
            byte_index <= 0;
            bit_index <= 0;
            counter <= 0;
            tx_byte <= data_in[7:0];   
            shift_reg <= data_in;
        end
        if (transmitting) begin
            if (counter == DIVISOR - 1) begin
                counter <= 0;
                if (bit_index == 0) begin
                    tx <= 0;   
                    bit_index <= bit_index + 1;
                end else if (bit_index >= 1 && bit_index <= 8) begin
                    tx <= tx_byte[bit_index - 1];   
                    bit_index <= bit_index + 1;
                end else if (bit_index == 9) begin
                    tx <= 1;   
                    bit_index <= 0;
                    if (byte_index < 6) begin
                        byte_index <= byte_index + 1;
                        case (byte_index)
                            0: tx_byte <= shift_reg[15:8];
                            1: tx_byte <= shift_reg[23:16];
                            2: tx_byte <= shift_reg[31:24];
                            3: tx_byte <= shift_reg[39:32];
                            4: tx_byte <= shift_reg[47:40];
                            5: tx_byte <= {2'b00, shift_reg[53:48]};  
                        endcase
                    end else begin
                        transmitting <= 0;
                        busy <= 0;
                    end
                end
            end else begin
                counter <= counter + 1;
            end
        end
    end
end
endmodule
`timescale 1ns / 1ps
module top_module(
	input rst, clk, load,
	input [3:0] switch,
	output reg [53:0] result,
	output reg [5:0] res,
	output [1:0] state,
	output tx,            
   output busy           
    );
wire [26:0] matA, matB;
wire [53:0] matrixR;
reg [5:0] matR [0:8];
reg send_data;   
Matrix A (rst, matA);
Matrix B (rst, matB);
Matrix_Multiply uut (.clk(clk),
	.rst(rst),
	.matrixA(matA),
	.matrixB(matB),
	.load(load),
	.result(matrixR),
	.state(state));
integer m;	
always @ (*) begin
	for (m = 0; m < 9; m = m + 1) begin
		matR[m] = matrixR[m * 6 +: 6]; 
	end
end
always @ (*) begin
	res = matR[switch];
end
UART_Tx uart_tx (
    .clk(clk),
    .rst(rst),
    .data_in(matrixR),
    .send(send_data),
    .tx(tx),
    .busy(busy)
);
always @(posedge clk or posedge rst) begin
    if (rst) begin
        result <= 0;
        send_data <= 0;
    end else begin
        result <= matrixR;
        if (matrixR != 0 && !busy) begin
            send_data <= 1;   
        end else begin
            send_data <= 0;
        end
    end
end
endmodule
==> run.sh <==
#!/bin/bash
# OpenROAD 26Q1-2900-gdf79404cd8, Yosys 0.63+post, stock flow scripts
make -C /OpenROAD-flow-scripts/flow DESIGN_CONFIG=/design/flow/config.mk WORK_HOME=/design/flow/orfs finish
==> config.mk <==
export PLATFORM = sky130hd
export DESIGN_NAME = top_module
export DESIGN_NICKNAME = top_module
export VERILOG_FILES = /design/flow/design.v
export SDC_FILE = /design/flow/constraint.sdc
export NUM_CORES = 4
export LEC_CHECK = 1
export CORE_UTILIZATION = 30
==> constraint.sdc <==
current_design top_module

set clk_period 4.6
set clk_io_pct 0.2

create_clock -name clk0 -period $clk_period [get_ports {clk}]
create_clock -name clk1 -period $clk_period [get_ports {rst}]

set non_clock_inputs [all_inputs -no_clocks]
set_input_delay [expr $clk_period * $clk_io_pct] -clock clk0 $non_clock_inputs
set_output_delay [expr $clk_period * $clk_io_pct] -clock clk0 [all_outputs]
==> flow_summary.yaml <==
# physical design summary
cells_and_area:
  drive_gt1_frac: 0.188
  syn_to_final_growth_pct: 32.7
  logic_area_sq_um: 5630
  final_cell_mix: "nand2_1 (185), clkinvlp_4 (134), dfrtp_1 (131), nor2_1 (75), ha_1 (70)"
  final_core_util: 0.407
  seqCellArea_sq_um: 5900
  fill_cells: 3646
  lay_top_count: "nand2_1"
  fin_area_sq_um: 15800
setup_path:
  r2r-start: "uut.matA[8][0]"
  worstSetupPathType: "primary input to output pin"
  path_max_fanout: 10
  r2r_slack_ns: 1.07
  startpoint_type: "primary input"
  end_kind: "output pin"
  worst_r2r_path_depth: 12
  cp.arrival_ns: 3.24
  critPathRequiredTime_ns: 3.68
  r2r_end: "uut.matR[3][5]"
synth:
  async_flop_share: 0.559
  ys_types: 83
  postSynthAreaPerCell_sq_um: 10.3
  top_area_cell: "dfrtp_1"
  synthCells: 1162
  ys_warn_count: 8
  yosys_cells: 1162
  synth-seq-cells: 236
  ys.flop_type: "dfrtp_1"
  yosysSeqAreaShare: 0.494
  top_cell_area_share: 0.275
  synth-edff-count: 51
  top_cells_by_area: "dfrtp_1 (27%), edfxtp_1 (13%), dfxtp_1 (8.9%)"
  yosys.stat.chipArea_sq_um: 11900
  synthesis.area_sq_um: 11900
sta:
  max-slew-margin-rel: 0.518
  tightest_slew_ns: 0.719
  grt_setup_unrepaired: "no"
  setup_ws_ns: 0.441
  finClkSkew_ns: 0.0123
  setup_violations: 0
  hold_violations: 0
  finalMaxSlewViolations: 0
  setup-tns-final_ns: 0
floorplan:
  dieArea_sq_um: 40600
  die_y_um: 201
  rows: 72
  num_io_pins: 71
  die_width_um: 201
  fp_util: 0.306
  core_sq_um: 38900
hold_path:
  holdCritPathClass: "flip-flop to flip-flop"
  hold_depth: 2
  hold_start: "uart_tx.shift_reg[46]"
  holdPathEnd: "uart_tx.shift_reg[46]"
pwr:
  powerDensity_nw_per_um2: 478
  ir_drop_mv: 0.347
  p_leak_nw: 6.37
clock_tree:
  cts_setup_buffers: 0
  tritoncts: "done"
  post_cts_resized: 0
  cts.clk_slew.worst_paths_ns: 0.06
  postCtsHoldBufs: 0
drt:
  drtPass1Iterations: 5
  route.detailed.drc: 0
  drt_wl_total_um: 30300
  via_per_inst: 4.75
  vias: 9137
  wl_per_cell_um: 15.7
  drtAntennaViolNets: 0
  drtIter0Drc: 571
global_route:
  grtUsageTotal: 0.157
  grt_first_pass_wirelength_um: 48500
  overflow: 0
  grt_pass1_vias: 9633
  antenna_found_initial: 0
  grt_max_degree: 54
placed_design:
  dp_hpwl_um: 19100
  gp_congestion: 0.861
  pre_cts_slack_ns: 0.502
  portBuffers: 66
  dpl_cell_area_sq_um: 13100
job:
  maxCapViolations: 0
  tool_warnings: 183
status:
  status: "complete, no violations"
## metrics by stage
| stage | cells | power [W] | hold slack (ns) |
|---|---|---|---|
| final | 1925 | 0.00757 | 0.475 |
| after global routing | 1924 | 0.00803 | 0.492 |
| after CTS | 1924 | 0.00775 | 0.479 |
| after detailed placement | 1712 | 0.00253 | 0.459 |
| after global placement | 1712 | 0.00253 | 0.455 |
| after floorplan | 1164 | 0.00252 | 0.378 |
## synthesized netlist by cell type (6+ instances only)
cell type / number
xor2_1: 51
a32oi_1: 6
nor2_1: 75
nor4_1: 15
a22oi_1: 8
edfxtp_1: 51
xnor2_1: 47
dfxtp_1: 53
clkbuf_1: 37
nand3_1: 31
nand2b_1: 7
nor2b_1: 9
mux2i_1: 17
dfrtp_1: 131
a21oi_1: 25
nand4_1: 8
o21ai_0: 49
fa_1: 7
mux2_2: 16
a21o_1: 9
and2_1: 60
nor3_1: 14
inv_1: 46
a31oi_1: 11
ha_1: 70
nand2_1: 186
a211oi_1: 9
## worst max path at each step
stage | from | to | cells past startpoint
after CTS | switch[1] | res[2] | 7
after global routing | switch[1] | res[2] | 7
final | switch[1] | res[2] | 7
## cell type report
| class | count | share of cell area |
|---|---|---|
| clock inverter | 163 | 0.0975 |
| clock buffer | 50 | 0.0743 |
| timing repair buffer | 80 | 0.0484 |
| multi-input combinational | 831 | 0.355 |
| antenna | 1 | 0.000158 |
| inverter | 46 | 0.0109 |
| sequential | 236 | 0.373 |
| tap | 518 | 0.0409 |
## power breakdown
group          total [W]  leakage (nW)  internal (W)  switching (W)
combinational  0.0000407          2.83     0.0000209      0.0000198
sequential       0.00210          2.70       0.00210              0
clock            0.00543         0.841       0.00263        0.00280
## metal layers
metal,global-route usage,part of all wire
met5,0,0
met4,0.0844,0.039
met3,0.0721,0.086
met2,0.220,0.45
met1,0.207,0.43
## worst max-delay path: stages
cell and delay, ns:
clkdlybuf4s50_1 0.78, mux2_2 0.39, a22o_1 0.23, a32o_1 0.20, a21oi_1 0.14, o21ai_0 0.13
clkdlybuf4s50_1 0.44
## cell families after synthesis
| family | count (synthesis) | share of synthesized area |
|---|---|---|
| fa+ha+maj | 77 | 0.0852 |
| compound gates | 173 | 0.0971 |
| xor+xnor | 98 | 0.0720 |
| mux | 36 | 0.0350 |
| simple gates | 444 | 0.180 |
| flops | 236 | 0.494 |
| buf+inv | 97 | 0.0356 |
| other cells | 1 | 0.000314 |
Power and IR drop assume default switching activity.
